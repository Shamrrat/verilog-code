==> /design/flow/design.v <==
module upcounter(input clk,reset,output reg [3:0]count);
always@(posedge clk) begin
	if (reset)
		count<=4'b0000;
	else
		count<=count+1;
end 
endmodule
==> /design/flow/run.sh <==
#!/bin/bash
# OpenROAD 26Q1-2900-gdf79404cd8, Yosys 0.63+post, stock flow scripts
make -C /OpenROAD-flow-scripts/flow DESIGN_CONFIG=/design/flow/config.mk WORK_HOME=/design/flow/orfs finish
==> /design/flow/config.mk <==
export PLATFORM = sky130hd
export DESIGN_NAME = upcounter
export DESIGN_NICKNAME = upcounter
export VERILOG_FILES = /design/flow/design.v
export SDC_FILE = /design/flow/constraint.sdc
export NUM_CORES = 4
export LEC_CHECK = 1
export CORE_AREA = 10 10 70 70
export DIE_AREA = 0 0 80 80
==> /design/flow/constraint.sdc <==
current_design upcounter

set clk_period 1.0
set clk_io_pct 0.2

create_clock -name clk0 -period $clk_period [get_ports {clk}]

set non_clock_inputs [all_inputs -no_clocks]
set_input_delay [expr $clk_period * $clk_io_pct] -clock clk0 $non_clock_inputs
set_output_delay [expr $clk_period * $clk_io_pct] -clock clk0 [all_outputs]
==> flow_summary_export.csv <==
group,metric,value,unit
pwr,leakage,0.129,nW
placement,place_congestion,0.673,
grt,grt_max_degree,4,
floorplanning,dieArea,6400,um2
floorplanning,initCoreUtil,4.25,%
clocking,cts_buffers,3,
grt,track_usage,1.60,%
critical_path,r2r-start,"count[0]",
final_timing,setup_viol,0,
clocking,htree_num_levels,1,
final_timing,finalCritPeriodShare,97.4,%
drt,drt-initial-drc-count,3,
pwr,share_seq_of_total_power,40.4,%
drt,num_vias,141,
placement,pre_cts_ws,-0.148,ns
critical_path,crit_slowest_cell,"dfxtp_2",
yosys,top_cells_by_count,"4 x dfxtp_1, 3 x nor2_1, 2 x nor2b_1",
yosys,synth_area,145,um2
final_timing,fin_ws,0.0264,ns
final_layout,regMostFlops,"count",
yosys,postSynthAreaPerCell,11.2,um2
yosys,flop_cell,"dfxtp_1",
drt,firstDrtPassIters,4,
drt,drc_errors,0,
clocking,clk_pin_slew_worst_paths,0.04,ns
final_timing,fin_hold_ws,0.504,ns
yosys,syn_inst,13,
floorplanning,top_level_ports,6,
outcome,status,"finished clean",
clocking,root_buffer,"clkbuf_4",
final_layout,layout.cells.non_filler,73,
grt,gr-total-overflow,0,
pwr,power,0.440,mW
pwr,intPower,0.343,mW
flow_run,maxCapViolCount,0,
critical_path,cp_top_family,"flip-flops",
clocking,cts_resized,8,
yosys,netlist.area_leader.share,55.2,%
critical_path,startpoint,"count[0]",
final_layout,largest_reg_flops,4,
grt,antenna_found_initial,0,
final_timing,hold_viol_final,0,
final_timing,worst_slew_pin_slew,0.131,ns
final_timing,grt_setup_unrepaired,"false",
critical_path,critPathMaxStageDelay,0.31,ns
yosys,yosysTopAreaCell,"dfxtp_1",
critical_path,critPathKind,"flop to primary output",
pwr,clkPwrFrac,47.1,%
pwr,p_sw_share,22.0,%
worst_hold_path,hold_path.class,"flop to flop",
final_timing,skew,0.00502,ns
clocking,clock_path_buffers,2,
critical_path,crit_fanout,2,
drt,ant_nets,0,
critical_path,cp_num_buf_inv,1,
pwr,peakVddDrop,326,uV
final_timing,tns,0,ns
critical_path,reg2reg_slack,0.04,ns
yosys,async_flop_share,0,%
pwr,power-per-cell-area,1400,nW/um2
final_timing,min_period,0.974,ns
drt,routed_wl,442,um
critical_path,path_cells,"dlygate4sd2_1",
yosys,yosysWarnings,1,
yosys,ys_types,7,
clocking,cts_hold_buf,0,
yosys,ys_top_cells_by_area,"dfxtp_1 55%, mux2_4 10%, ha_1 8.6%",
flow_run,warning_count,25,
yosys,ys_seq_share,55.2,%
floorplanning,rows,21,
worst_hold_path,hold_start,"count[0]",
yosys,yosys_cells,13,
floorplanning,coreArea,3420,um2
floorplanning,die_h,80,um
final_layout,reg.largest.list,"count x4",
critical_path,worst_setup_path_start_kind,"flop",
critical_path,worstPathArrival,0.77,ns
yosys,ys_area,145,um2
clocking,post-cts-setup-buffers,0,
placement,port_buffers,5,
yosys,numSynthFlops,4,
clocking,insertion_delay,0.24,ns
clocking,cts_tree,"built",
grt,grt_first_pass_wirelength,696,um
pwr,p_comb_share,12.5,%
final_layout,syn2layout_area_growth,116,%
critical_path,required,0.80,ns
yosys,synth-edff-count,0,
floorplanning,chipWidth,80,um
critical_path,worst_setup_path_end_kind,"primary output",
yosys,most_common_cell,"dfxtp_1",
grt,grt_pass1_vias,158,
final_timing,slew_headroom,91.3,%
drt,viasPerCell,1.93,
final_layout,drive_gt1_share,53.8,%
drt,wire_per_inst,6.05,um
placement,dp_cells,69,
clocking,numClockSinks,4,
final_timing,slew_viol_final,0,
pwr,power.switching,0.0970,mW
final_timing,fmax,1.03,GHz
## through the flow
step	cell area, um2	utilization, %
final	314	9.19
after global routing	312	9.12
after CTS	313	9.16
after detailed placement	290	8.50
after global placement	290	8.50
after floorplan	145	-
## layout by cell type, fill, tap and decap left out
cell type        instances
xnor2_1                  1
ha_1                     1
clkbuf_2                 1
mux2_4                   1
buf_4                    5
clkdlybuf4s50_1          1
clkbuf_4                 3
dfxtp_2                  4
nor2_1                   3
clkdlybuf4s15_1          2
dlygate4sd2_1            1
diode_2                  1
nand3_1                  1
nor2b_1                  2
## final timing paths
| kind | end | cells past startpoint |
|---|---|---|
| max | count[0] | 1 |
| min | count[0] | 2 |
| max reg2reg | count[1] | 3 |
| min reg2reg | count[0] | 2 |
## power groups by stage
stage	logic (mW)	clock network, mW	registers (mW)
after global routing	0.0628	0.231	0.179
final	0.0550	0.207	0.178
after CTS	0.0575	0.215	0.177
## layer usage
metal  wire length (um)  GRT usage [%]
met3                163           3.41
met4                  0          0.352
met1                172           1.40
met2                106           1.28
met5                  0              0
## kinds of logic after synthesis
| logic type | count (synthesis) | share of synthesized area (%) |
|---|---|---|
| flops | 4 | 55.2 |
| xor+xnor | 1 | 6.04 |
| mux | 1 | 10.3 |
| fa+ha+maj | 1 | 8.62 |
| simple gates | 6 | 19.8 |
## layout make-up
class                           instances  area (um2)
Multi-Input combinational cell          9        65.1
Sequential cell                         4        85.1
Antenna cell                            1        2.50
Timing Repair Buffer                   10        81.3
Fill cell                             399        3100
Tap cell                               46        57.6
Clock buffer                            3        22.5
No activity file was given, so power comes from the tool's default toggle rates.
