==> ./config.mk <==
export PLATFORM = sky130hd
export DESIGN_NAME = fifo
export DESIGN_NICKNAME = fifo
export VERILOG_FILES = /design/flow/design.v
export SDC_FILE = /design/flow/constraint.sdc
export NUM_CORES = 4
export LEC_CHECK = 1
export CORE_UTILIZATION = 40
==> ./constraint.sdc <==
current_design fifo

set clk_period 5.9
set clk_io_pct 0.2

create_clock -name clk0 -period $clk_period [get_ports {clk}]

set non_clock_inputs [all_inputs -no_clocks]
set_input_delay [expr $clk_period * $clk_io_pct] -clock clk0 $non_clock_inputs
set_output_delay [expr $clk_period * $clk_io_pct] -clock clk0 [all_outputs]
==> ./design.v <==
module fifo( input clk,reset,w_en,r_en,
	     input [7:0]w_data,
	     output full,empty,
	     output reg [7:0] r_data);
reg [7:0]mem[15:0];
reg[4:0]w_ptr;
reg[4:0]r_ptr;
reg[4:0]count;
always@(posedge clk or posedge reset) begin
	if(reset)
		w_ptr<=5'b0;
	else if (w_en && !full) begin
		mem[w_ptr[3:0]]<=w_data;
                w_ptr<=w_ptr+1;
	end
end
always@(posedge clk or posedge reset) begin
	if (reset) begin
		r_ptr<=5'b0;
		r_data<=8'b0; end
	else if (r_en && !empty) begin
		r_data<=mem[r_ptr[3:0]];
		r_ptr<=r_ptr+1;
	end
end
always@(posedge clk or posedge reset) begin
	if(reset)
		count<=5'b0;
	else begin 
		case({w_en && !full,r_en && !empty})
			2'b10 : count<=count +1;
			2'b01 : count<=count-1;
			default : count<=count;
		endcase
	end
end
assign full=(count == 5'd16);
assign empty=(count == 5'b0);
endmodule
==> ./run.sh <==
#!/bin/bash
# OpenROAD 26Q1-2900-gdf79404cd8, Yosys 0.63+post, stock flow scripts
make -C /OpenROAD-flow-scripts/flow DESIGN_CONFIG=/design/flow/config.mk WORK_HOME=/design/flow/orfs finish
==> notes.md <==
The run gives 0 for the overall overflow remaining after global route. Master of the slowest instance on the critical path: sky130_fd_sc_hd__clkdlybuf4s50_1. The number of global-route vias before repair was 3716. The tools report the maximum ir drop on the vdd rail as 0.214 mV. The number of warnings in the stage logs was 31. Entering global routing, the biggest net connects 33 pins. The share of post-route cells with drive strength above 1 came out at 0.131. The tools report the number of standard cells after synthesis as 412.

For this block, the initial DRC count from the detailed router was 309. The floorplan step set the die height to 125 um. The mean routed wirelength per cell was 20.7 um. The detail-routed via count per cell works out to 5.58. The biggest area contributor in the post-synthesis netlist is sky130_fd_sc_hd__edfxtp_1. With the floorplan die width at 125 um, the floorplan die area is 15700 um2.

In this run the worst path has a maximum fanout of 16. The number of antenna violations at the first check in global routing is 0, and the final wirelength is 13300 um. TritonCTS built the clock tree. The longest incremental delay of any stage on the critical path is reported as 0.50 ns.

Synthesis instantiated 52 different standard cells from the library. The cell sequence reported for the critical path is clkdlybuf4s50_1, o21ai_4, inv_2, ha_1, inv_1, fa_1, nor2b_1, o21ai_0, nand3_1, or3b_2, xnor2_1. The post-cts sizing count is 0, and the core utilization of the finished layout is 0.490. For this design, the CTS-stage hold fixing added 0 buffers. The placement summary gives the final routability congestion estimate as 0.801. Wire length of the first global-routing pass: 20700 um.

The run finished with clean final reports. In the routed design, unresolved DRC markers number 0. The headroom to the max-slew limit is 0.365. Startpoint-to-endpoint class of the critical path: in2reg. The run gives 3.46 ns for the minimum clock period after layout. The total power consumption of the routed design came out at 3.64 mW.

The share of Yosys cell area claimed by the top area cell type came out at 0.631. Summed over all failing endpoints, the final setup total negative slack is 0 ns. The mapped netlist covers 6090 um2. The worst hold path belongs to the class reg2reg. The final report gives the standard cell area, fillers excluded, as 7200 um2. Once placement finished, the instance area stood at 6530 um2. The clock latency on the worst-skew pair is 0.43 ns, and the power density over the cells is 505 nW/um2. The H-tree depth reported by CTS was 4.

The post-CTS setup repair buffer count is 0. The OpenROAD report gives the critical path a required time of 6.20 ns. Per the OpenROAD power report, leakage power amounts to 2.48 nW.

Counting along the longest clock path gives a buffer depth of 2. The clock sink total was 149; the tally of max-capacitance violations was 0. In the CTS report, the clock slew at the register clock pins of the worst setup and hold paths is listed as 0.06 ns.

Static timing analysis puts the maximum clock frequency at 289 MHz. Clock tree synthesis selected as its root buffer the cell sky130_fd_sc_hd__clkbuf_16. In the post-synthesis netlist, the biggest area contributors are sky130_fd_sc_hd__edfxtp_1 (63%), sky130_fd_sc_hd__dfrtp_1 (8.6%), sky130_fd_sc_hd__a22oi_1 (2.8%), sky130_fd_sc_hd__ha_1 (2.5%), sky130_fd_sc_hd__a221oi_1 (1.4%).

According to the report, the first pass of detailed routing completed in 6 iterations. The tools report the diode insertion count for antenna repair as 0. STA classifies the critical path startpoint as an input pin.

The number of flops mapped to enable cells by yosys is 128, and the initial cell density of the core is 0.415. Proportion of synthesized flip-flops having asynchronous set or reset: 0.141. The synthesis report lists the Yosys warning total as 2.

The most critical hold endpoint after final layout shows a slack of 0.480 ns. The share of the clock period used by the worst path after layout works out to 0.587. The run gives 0 for the count of endpoints failing setup in the final report. Per the final timing report, the hold violations number 0. The detailed router placed 3585 vias in this run. The final tally of max-slew violations is 0, and the synthesized flop and latch total is 149. The transition time of the tightest slew-check pin works out to 0.949 ns.

The flip-flop cell with the highest count after synthesis is sky130_fd_sc_hd__edfxtp_1. Setup repair after global routing left no endpoint under its margin. Per the run report, area growth between synthesis and finish was 18.2%. The run gives 0.189 as the global-route usage over all layers. The post-synthesis sequential area ratio came out at 0.717. Worst path arrival time: 3.76 ns. STA classifies the critical path endpoint as a flop. Synthesized area divided by synthesized cell count: 14.8 um2. For this design, Yosys synthesis ends with a cell count of 412.

The floorplan step defined a core boundary enclosing 14700 um2. 22 I/O pins were placed. After legalization and detailed placement, the total HPWL measured 8320 um. The logs give 6090 um2 for the yosys-reported design area after synthesis and 44 for the row count. The clock tree skew after final layout was 0.0204 ns; the clock buffer count from CTS was 17. Per the post-route antenna check, the number of violating nets is 0.

The run gives 21 for the number of buffer cells added on primary ports.
-- synthesized netlist by cell type (7+ instances only) --
master                     number
sky130_fd_sc_hd__nand2_1       23
sky130_fd_sc_hd__nor2_1        21
sky130_fd_sc_hd__dfrtp_1       21
sky130_fd_sc_hd__edfxtp_1     128
sky130_fd_sc_hd__inv_1         15
sky130_fd_sc_hd__mux2i_1        8
sky130_fd_sc_hd__nor3_1         9
sky130_fd_sc_hd__a221oi_1      10
sky130_fd_sc_hd__buf_2          7
sky130_fd_sc_hd__o21ai_0       14
sky130_fd_sc_hd__a22o_1         7
sky130_fd_sc_hd__a21oi_1       14
sky130_fd_sc_hd__nand3_1       12
sky130_fd_sc_hd__ha_1          12
sky130_fd_sc_hd__a22oi_1       23
-- layout by cell type (no fill, tap or decap), types with 3 or more instances in the layout --
| master | netlist | layout |
|---|---|---|
| sky130_fd_sc_hd__clkinv_4 | 0 | 3 |
| sky130_fd_sc_hd__nor3_1 | 9 | 9 |
| sky130_fd_sc_hd__and3_1 | 5 | 5 |
| sky130_fd_sc_hd__mux2i_1 | 8 | 8 |
| sky130_fd_sc_hd__clkdlybuf4s50_1 | 0 | 21 |
| sky130_fd_sc_hd__nor2b_1 | 3 | 3 |
| sky130_fd_sc_hd__a222oi_1 | 3 | 3 |
| sky130_fd_sc_hd__xor2_1 | 4 | 4 |
| sky130_fd_sc_hd__a2111oi_0 | 5 | 5 |
| sky130_fd_sc_hd__ha_1 | 12 | 12 |
| sky130_fd_sc_hd__nand3_1 | 12 | 12 |
| sky130_fd_sc_hd__o21ai_1 | 4 | 4 |
| sky130_fd_sc_hd__nand2_1 | 23 | 23 |
| sky130_fd_sc_hd__inv_1 | 15 | 15 |
| sky130_fd_sc_hd__bufinv_16 | 0 | 5 |
| sky130_fd_sc_hd__a221oi_1 | 10 | 10 |
| sky130_fd_sc_hd__edfxtp_1 | 128 | 128 |
| sky130_fd_sc_hd__o21ai_0 | 14 | 14 |
| sky130_fd_sc_hd__dfrtp_1 | 21 | 21 |
| sky130_fd_sc_hd__o22ai_1 | 4 | 4 |
| sky130_fd_sc_hd__nand2b_1 | 5 | 5 |
| sky130_fd_sc_hd__o32ai_1 | 4 | 4 |
| sky130_fd_sc_hd__buf_4 | 3 | 17 |
| sky130_fd_sc_hd__a22oi_1 | 23 | 23 |
| sky130_fd_sc_hd__a22o_1 | 7 | 7 |
| sky130_fd_sc_hd__clkbuf_16 | 0 | 17 |
| sky130_fd_sc_hd__a21oi_1 | 14 | 14 |
| sky130_fd_sc_hd__clkbuf_8 | 0 | 3 |
| sky130_fd_sc_hd__nor2_1 | 21 | 21 |
| sky130_fd_sc_hd__xnor2_1 | 6 | 6 |
-- layer usage --
metal,global-route usage,up-vias,part of all wire
li1,-,1672,-
met1,0.267,1758,0.41
met2,0.290,145,0.49
met3,0.0933,10,0.094
met4,0.0244,0,0.010
met5,0,-,0
-- power breakdown --
group,total [mW],internal (mW),switching [mW]
Combinational,1.08,0.425,0.651
Clock,1.20,0.786,0.409
Sequential,1.37,1.27,0.0991
-- cell families (layout without fill, tap and decap cells) --
logic type / count (synthesis) / in the layout / synth area share
mux: 10 / 10 / 0.0168
compound gates: 103 / 103 / 0.122
xor+xnor: 10 / 10 / 0.0144
flops: 149 / 149 / 0.717
buf+inv: 39 / 86 / 0.0310
simple gates: 88 / 88 / 0.0708
fa+ha+maj: 13 / 13 / 0.0279
-- critical path, delay by kind of cell --
kind / cells / cell delay (ns)
simple gates: 3 / 0.69
buf+inv: 3 / 0.83
xor+xnor: 1 / 0.13
fa+ha+maj: 2 / 0.69
compound gates: 2 / 0.24
-- through the flow --
step                instances  worst slack [ns]
detailed placement        611              2.04
global route              643              2.30
global placement          611              2.09
finish                    643              2.44
CTS                       643              2.47
floorplan                 412              2.82
-- worst paths after layout --
check	start	end	slack, ns	cells after the start
setup / recovery	r_en	count[4]	2.44	11
hold / removal	r_data[0]	r_data[0]	0.48	2
setup reg to reg	count[0]	count[4]	2.56	10
hold reg to reg	r_data[0]	r_data[0]	0.48	2
max in group asynchronous	reset	r_data[6]	4.11	2
min in group asynchronous	reset	r_ptr[1]	1.27	2
-- area by class of cell --
type | instances | area [um2]
clock buffer | 21 | 470
fill | 1239 | 7500
timing repair buffer | 38 | 338
sequential | 149 | 4370
multi-input combinational | 224 | 1540
inverter | 16 | 60.1
tap | 184 | 230
clock inverter | 11 | 198
-- sequential cells by signal, indices dropped and copies added, names as in the netlist --
name and cells:
w_ptr 4, r_data 8, r_ptr 4, count 5, mem 128
Power is estimated from default activity; no workload was simulated.
