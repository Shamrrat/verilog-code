[flow/config.mk]
export PLATFORM = sky130hd
export DESIGN_NAME = detect_000_111
export DESIGN_NICKNAME = detect_000_111
export VERILOG_FILES = /design/flow/design.v
export SDC_FILE = /design/flow/constraint.sdc
export NUM_CORES = 4
export LEC_CHECK = 1
export CORE_AREA = 10 10 70 70
export DIE_AREA = 0 0 80 80
[flow/constraint.sdc]
current_design detect_000_111

set clk_period 1.0
set clk_io_pct 0.2

create_clock -name clk0 -period $clk_period [get_ports {clk}]

set non_clock_inputs [all_inputs -no_clocks]
set_input_delay [expr $clk_period * $clk_io_pct] -clock clk0 $non_clock_inputs
set_output_delay [expr $clk_period * $clk_io_pct] -clock clk0 [all_outputs]
[flow/design.v]
module detect_000_111(input in,clk,reset,output reg y);
parameter S0=3'b000,S1=3'b001,S2=3'b010,S3=3'b011,S4=3'b101;
reg [2:0] present_state,next_state;
always@(posedge clk or posedge reset) begin
	if(reset)
		present_state<=S0;
	else
		present_state<=next_state;
end
always@(*) begin
	y=1'b0;
	next_state=present_state;
	case(present_state)
		S0 : if(in)
		       next_state=S3;
	             else
		       next_state=S1;
	        S1:  if(in)
		      next_state=S3;
	      else 
		      next_state=S2;
	        S2:  if(in)
		      next_state=S3;
	      else begin
                       next_state=S2;
                         y=1'b1;
		     	      end
	        S3:  if(in)
		      next_state=S4;
	      else 
		      next_state=S0;
	      S4:  if(in) begin
		       next_state=S4;
	               y=1'b1;
                      end
	              else 
		      next_state=S0;
	         default: next_state=S0;
	     endcase
     end
     endmodule
[flow/run.sh]
#!/bin/bash
# OpenROAD 26Q1-2900-gdf79404cd8, Yosys 0.63+post, stock flow scripts
make -C /OpenROAD-flow-scripts/flow DESIGN_CONFIG=/design/flow/config.mk WORK_HOME=/design/flow/orfs finish
==> results.ini <==
[layout]
layout_top_cell=dfrtp_1
num-fill-cells=402
mi_logic_area_um2=61.3
seq_area_um2=126
largest-register=present_state
syn2layout_area_growth_pct=67.3
largest_reg_flops=5
reg_top3=present_state (5)
final_area_um2=320
post-route-util_pct=9.38
drive_above_1_share_pct=47.8
layout_top_cells=4 x dfrtp_1, 3 x nor2_1, 3 x clkbuf_4

[die]
die_w_um=80
core_area_um2=3420
chip_area_um2=6400
rows=21
pin_count=4
fp_util_pct=5.60
die_height_um=80

[yosys]
ys_seq_share_pct=66.0
synth_cell_type_count=9
ys.flops=5
synthCells=14
ys_cells=14
ys_area_um2=191
avgSynthCellArea_um2=13.7
synthesis.area_um2=191
ys_warn_count=1

[drt]
drtAntennaViolNets=0
drc=0
n_antenna_cell=0
first_pass_iters=3
vias=130
routed_wl_um=390
wire_per_inst_um=5.65
viasPerCell=1.88
drt-initial-drc-count=1

[timing]
layout_setup_ws_ns=-0.198
tns_ns=-0.198
fmax_ghz=0.835
finalSetupViolCount=1
slew_headroom_pct=82.7
finalClockSkew_ns=0.00493
fin_crit_ns=1.20
hold_viol_final=0
rsz0062_at_grt=yes
drv_slew=0
worst_pin_slew_ns=0.257
fin_crit_sh_pct=120

[power]
p_sw_mw=0.105
power_density_nw_per_um2=1590
p_int_mw=0.404
clock_power_share_pct=44.7
netSwitchingFraction_pct=20.7
irDropWorstVdd_v=0.000519
pwr-share-comb_pct=10.7
seqPwrFrac_pct=44.6
p_leak_nw=0.141
finalPower_mw=0.509

[setup_path]
cp-end-kind=primary output
path_max_fanout=2
arrival_ns=1.00
cp.required_ns=0.80
timing.rr.start=present_state[1]$_DFF_PP0_
cpLargestDelayFamily=flip-flops
slowest_stage=dfrtp_1
cpPeakStageDelay_ns=0.37
path_cells=mux2_4 -> buf_6
crit_buf_inv=1
cp-startpoint=present_state[1]$_DFF_PP0_
crit_type=reg2out
startpoint_type=flop

[clocking]
path_clk_slew_ns=0.04
root_buffer=clkbuf_4
insertion_delay_ns=0.24
cts_setup_buffers=0
tritoncts=yes
cts_sinks=5
cts_made_buffers=3
cts_buffer_depth=2
htreeDepth=1

[place]
place_ws_ns=-0.644
placed_cell_area_um2=294
gp_congestion=0.626
io_buffers=3

[run_status]
status=complete, but fails checks
violations=setup timing

[global_route]
antenna_found_initial=0
grt_pass1_vias=149
grt_max_degree=6
gr-total-overflow=0
grt_pass1_wl_um=717
track_usage_pct=1.49

[flow_run]
maxCapViolCount=0
log.warning_count=27

[hold_path]
min_path_type=in2async

==> synth_stat cells <==
library cell	count	area [um^2]
dfrtp_1	4	100
nor2_1	3	11.3
and2b_2	1	8.76
and3b_2	1	10.0
dfstp_2	1	26.3
inv_1	1	3.75
mux2_4	1	15.0
nor4_1	1	6.26
o31a_2	1	10.0
==> per-layer routing <==
layer / wire length, um / GRT usage, % / up-vias / part of all wire [%]
met1: 224 / 2.14 / 58 / 57
met3: 45 / 1.36 / 0 / 12
met5: 0 / 0 / - / 0
li1: - / - / 64 / -
met4: 0 / 0.528 / 0 / 0
met2: 121 / 1.36 / 8 / 31
==> kinds of logic (layout without fill, tap and decap cells) <==
family / after synthesis / in the layout / synth area share, %
AND/OR/NAND/NOR: 6 / 6 / 19.0
flip-flops: 5 / 5 / 66.0
AND-OR/OR-AND: 1 / 1 / 5.23
multiplexers: 1 / 1 / 7.84
buffers and inverters: 1 / 10 / 1.96
==> per-stage QoR <==
step           hold WS (ns)  std cells
6_report              0.180         69
5_1_grt               0.187         69
4_1_cts               0.189         69
3_5_place_dp          0.425         65
3_3_place_gp          0.413         65
2_1_floorplan       -0.0222         14
==> final cells by class <==
type | instances | area share, %
clock buffer | 4 | 8.20
inverter | 1 | 1.17
multi-input combinational | 8 | 19.1
sequential | 5 | 39.5
tap | 46 | 18.0
timing repair buffer | 5 | 14.1
==> path summary, 6_finish.rpt <==
path | cells after the start | slack [ns] | to
setup / recovery | 2 | -0.20 | y
hold / removal | 2 | 0.18 | present_state[3]$_DFF_PP0_
setup reg to reg | 2 | 0.03 | present_state[4]$_DFF_PP0_
hold reg to reg | 1 | 0.43 | present_state[0]$_DFF_PP1_
max in group asynchronous | 2 | 0.58 | present_state[0]$_DFF_PP1_
min in group clk0 | 3 | 0.39 | present_state[0]$_DFF_PP1_
==> repair_timing <==
item                       4_1_cts  5_1_grt
setup endpoints to repair        1        1
gates resized                    6        0
hold buffers                     0        0
==> power groups by stage <==
stage	Sequential, mW	Clock (mW)	Combinational, mW
CTS	0.227	0.240	0.0556
global route	0.229	0.268	0.0616
finish	0.227	0.228	0.0544
No activity file was given, so power comes from the tool's default toggle rates.
